==> ./design.v <==
`timescale 1ns / 1ps
module cpu_axi_interface(
    input clk,
    input resetn,
    input inst_req,
    input inst_wr,
    input [1:0] inst_size,
    input [31:0] inst_addr,
    input [31:0] inst_wdata,
    output reg inst_addr_ok,
    output reg inst_data_ok,
    output reg [31:0] inst_rdata,
    input data_req,
    input data_wr,
    input [1:0] data_size,
    input [31:0] data_addr,
    input [31:0] data_wdata,
    output reg data_addr_ok,
    output reg data_data_ok,
    output reg [31:0] data_rdata,
    output [3:0] arid,
    output reg [31:0] araddr,
    output [7:0] arlen,
    output reg [2:0] arsize,
    output [1:0] arburst,
    output [1:0] arlock,
    output [3:0] arcache,
    output [2:0] arprot,
    output reg arvalid,
    input arready,
    input [3:0] rid,
    input [31:0] rdata,
    input [1:0] rresp,
    input rlast,
    input rvalid,
    output reg rready,
    output [3:0] awid,
    output reg [31:0] awaddr,
    output [7:0] awlen,
    output reg [2:0] awsize,
    output [1:0] awburst,
    output [1:0] awlock,
    output [3:0] awcache,
    output [2:0] awprot,
    output reg awvalid,
    input awready,
    output [3:0] wid,
    output reg [31:0] wdata,
    output reg [3:0] wstrb,
    output wlast,
    output reg wvalid,
    input wready,
    input [3:0] bid,
    input [1:0] bresp,
    input bvalid,
    output reg bready
);
assign arid = 4'b0;
assign arlen = 8'b0;
assign arburst = 2'b01;
assign arlock = 2'b0;
assign arcache = 4'b0;
assign arprot = 3'b0;
assign awid = 4'b0;
assign awlen = 8'b0;
assign awburst = 2'b01;
assign awlock = 2'b0;
assign awcache = 4'b0;
assign awprot = 3'b0;
assign wid = 4'b0;
assign wlast = 1'b1;
reg [5:0] state;
reg InstEnable;
reg DataEnable;
localparam S0 = 6'b000001;
localparam S1 = 6'b000010;
localparam S2 = 6'b000100;
localparam S3 = 6'b001000;
localparam S4 = 6'b010000;
localparam S5 = 6'b100000;
always @(posedge clk) begin
    if(~resetn) begin
        state <= S0;
        data_addr_ok <= 1'b0;
        inst_addr_ok <= 1'b0;
        arvalid <= 1'b0;
        awvalid <= 1'b0;
        rready <= 1'b0;
        wvalid <= 1'b0;
        bready <= 1'b0;
    end
    else begin
        case (state)
            S0: begin
                    if (data_req == 1'b1 && data_addr_ok == 1'b0) begin
                        DataEnable <= 1'b1;
                        data_addr_ok <= 1'b1;
                        state <= S1;
                    end
                    else if (inst_req == 1'b1 && inst_addr_ok == 1'b0) begin
                        InstEnable <= 1'b1;
                        inst_addr_ok <= 1'b1;
                        state <= S1;
                    end
                end
            S1: begin
                    if (data_wr == 1'b0 && data_addr_ok == 1'b1) begin
                        araddr <= data_addr;
                        arsize <= {1'b0, data_size};
                        arvalid <= 1'b1;
                        data_data_ok <= 1'b0;
                        data_addr_ok <= 1'b0;
                        state <= S2;
                    end
                    else if (data_wr == 1'b1 && data_addr_ok == 1'b1) begin
                        awaddr <= data_addr;
                        awsize <= {1'b0, data_size};
                        wdata <= data_wdata;
                        awvalid <= 1'b1;
                        data_data_ok <= 1'b0;
                        data_addr_ok <= 1'b0;
                        wstrb <= {4{(data_size == 2'b0 && data_addr[1:0] == 2'b0)}} & 4'b1 | 
                                 {4{(data_size == 2'b0 && data_addr[1:0] == 2'b1)}} & 4'b10 | 
                                 {4{(data_size == 2'b0 && data_addr[1:0] == 2'b10)}} & 4'b100 |
                                 {4{(data_size == 2'b0 && data_addr[1:0] == 2'b11)}} & 4'b1000 |
                                 {4{(data_size == 2'b1 && (data_addr[1:0] == 2'b0 || data_addr[1:0] == 2'b1))}} & 4'b11 |
                                 {4{(data_size == 2'b1 && data_addr[1:0] == 2'b10)}} & 4'b1100 |
                                 {4{(data_size == 2'b10 && (data_addr[1:0] == 2'b0 || data_addr[1:0] == 2'b11))}} & 4'b1111 |
                                 {4{(data_size == 2'b11 && data_addr[1:0] == 2'b10)}} & 4'b0111 |
                                 {4{(data_size == 2'b11 && data_addr[1:0] == 2'b1)}} & 4'b1110;
                        state <= S2;
                    end
                    else if (inst_wr == 1'b0 && inst_addr_ok == 1'b1) begin
                        araddr <= inst_addr;
                        arsize <= {1'b0, inst_size};
                        arvalid <= 1'b1;
                        inst_data_ok <= 1'b0;
                        inst_addr_ok <= 1'b0;
                        state <= S2;
                    end
                end
            S2: begin
                    if (arready == 1'b1 && arvalid == 1'b1) begin
                        arvalid <= 1'b0;
                        rready <= 1'b1;
                        state <= S3;
                    end
                    else if (awready == 1'b1 && awvalid == 1'b1) begin
                        awvalid <= 1'b0;
                        wvalid <= 1'b1;
                        bready <= 1'b1;
                        state <= S3;
                    end
                end
            S3: begin
                    if (rready == 1'b1 && rvalid == 1'b1 && InstEnable) begin
                        inst_rdata <= rdata;
                        rready <= 1'b0;
                        inst_data_ok <= 1'b1;
                        InstEnable <= 1'b0;
                        state <= S0;
                    end
                    else if (rready == 1'b1 && rvalid == 1'b1 && DataEnable) begin
                        data_rdata <= rdata;
                        rready <= 1'b0;
                        data_data_ok <= 1'b1;
                        DataEnable <= 1'b0;
                        state <= S0;
                    end
                    else if (wvalid == 1'b1 && wready == 1'b1) begin
                        wvalid <= 1'b0;
                        state <= S4;
                    end
                end
            S4: begin
                    if (bvalid == 1'b1 && bready == 1'b1) begin
                        bready <= 1'b0;
                        data_data_ok <= 1'b1;
                        state <= S0;
                    end
                end
            default: begin 
                        state <= S0;
                     end 
        endcase
    end
end 
endmodule
==> ./run.sh <==
#!/bin/bash
# OpenROAD 26Q1-2900-gdf79404cd8, Yosys 0.63+post, stock flow scripts
make -C /OpenROAD-flow-scripts/flow DESIGN_CONFIG=/design/flow/config.mk WORK_HOME=/design/flow/orfs finish
==> ./config.mk <==
export PLATFORM = sky130hd
export DESIGN_NAME = cpu_axi_interface
export DESIGN_NICKNAME = cpu_axi_interface
export VERILOG_FILES = /design/flow/design.v
export SDC_FILE = /design/flow/constraint.sdc
export NUM_CORES = 4
export LEC_CHECK = 1
export CORE_AREA = 10 10 206 206
export DIE_AREA = 0 0 216 216
==> ./constraint.sdc <==
current_design cpu_axi_interface

set clk_period 5.7
set clk_io_pct 0.2

create_clock -name clk0 -period $clk_period [get_ports {clk}]

set non_clock_inputs [all_inputs -no_clocks]
set_input_delay [expr $clk_period * $clk_io_pct] -clock clk0 $non_clock_inputs
set_output_delay [expr $clk_period * $clk_io_pct] -clock clk0 [all_outputs]
==> run_results.csv <==
group,metric,value,unit
floorplan,initial_core_util,0.1827,
timing,worst_clock_skew,0.01713,ns
detailed_routing,dr.pass1.iters,4,
synth,synth_seq_share,0.7836,
run,max_cap_violations,0,
worst_hold_path,hold_class,"flip-flop to flip-flop",
floorplan,die_area,46660,um2
clock_network,cts_buffers,17,
detailed_routing,detail-route-antenna-nets,0,
synth,synth_flops,184,
timing,hold_violations,0,
timing,setup_viol_count_final,0,
timing,tns,0,ns
clock_network,clock-sinks,184,
power,power_frac_comb,0.067,
synth,synth_stat.cells,391,
synth,yosysWarnings,1,
power,swShare,0.2316,
grt,grt_max_degree,40,
grt,antenna_found_initial,0,
setup_path,crit_fanout,39,
synth,topCombFamilyByArea,"buffers and inverters",
setup_path,crit_family,"buffers and inverters",
setup_path,slowest_delay,0.76,ns
timing,slew_headroom,0.6427,
detailed_routing,antennaDiodeCount,0,
clock_network,htree_levels,4,
detailed_routing,route.detailed.drc,0,
place,hpwl,17360,um
detailed_routing,routed_wl,22250,um
timing,tightestPinTransition,0.5360,ns
setup_path,cp_cell_sequence,"clkdlybuf4s50_1, clkinv_1, nor3_4, buf_4",
clock_network,clkLatencyLatePin,0.45,ns
grt,grt_pass1_wl,31580,um
setup_path,critical_path.slowest_cell,"clkdlybuf4s50_1",
power,pwr-share-seq,0.522,
floorplan,core,37760,um2
synth,syn_avg_cell_area,17.64,um2
setup_path,critPathCaptureType,"flip-flop",
grt,grt.total_usage,0.09298,
setup_path,critPathRequiredTime,5.78,ns
grt,grt_pass1_vias,4585,
place,portBuffers,319,
floorplan,chipHeight,216,um
detailed_routing,first_iter_violations,260,
clock_network,postCtsHoldBufs,0,
setup_path,worstPathArrival,3.16,ns
setup_path,crit_type,"input pin to flip-flop",
synth,aoi_share,0.03374,
floorplan,ioPinCount,418,
timing,maxSlewViolCount,0,
synth,mux_share,0.06022,
status,outcome,"complete, no violations",
power,power_switching,664.1,uW
cells_and_area,synthToLayoutAreaGrowth,61.07,%
floorplan,die_w,216,um
power,intPower,2.204,mW
power,p_clk_frac,0.411,
timing,rsz0062_at_grt,"no",
setup_path,cp.buffers_inverters,3,
timing,max_freq,324.4,MHz
synth,synth-area-yosys,6898,um2
cells_and_area,layout-drive-gt1-share,0.1128,
setup_path,r2r_setup_slack,3.59,ns
timing,period_used_share,0.5409,
clock_network,post_cts_buffers,0,
detailed_routing,vias,4386,
detailed_routing,wl_per_cell,17.84,um
setup_path,worstSetupStartpointType,"input pin",
run,warning_count,73,
synth,netlist_instances,391,
synth,synthAdderAreaFrac,0.007256,
synth,synth_cell_type_count,44,
grt,grt_overflow,0,
cells_and_area,fin_util,0.2943,
clock_network,tritoncts,"yes",
clock_network,clk_path_buf_depth,2,
synth,synth_area,6898,um2
cells_and_area,layout_top_cell,"clkdlybuf4s50_1",
clock_network,clk_pin_slew_worst_paths,0.09,ns
synth,ys_sh_simple,0.03991,
power,p_per_area,258.1,nW/um2
power,power_leakage,3.742,nW
clock_network,root_buffer,"clkbuf_16",
floorplan,rows,71,
clock_network,cts_resized,0,
detailed_routing,viasPerCell,3.517,
cells_and_area,mostFrequentLayoutCells,"319 x clkdlybuf4s50_1, 172 x edfxtp_1, 53 x conb_1, 34 x mux2_2, 18 x nand2_1",
synth,synthXorXnorAreaFrac,0,
place,globalplace.congestion,0.7791,
timing,min_period,3.083,ns
power,peakVddDrop,0.0002042,V
==> synth_stat cells (all sizes together) <==
| library cell | instances | area share |
|---|---|---|
| clkinv | 1 | 0.00054 |
| nand2b | 3 | 0.0027 |
| mux4 | 1 | 0.0033 |
| ha | 4 | 0.0073 |
| a32oi | 1 | 0.0013 |
| buf | 62 | 0.068 |
| nor3 | 7 | 0.0051 |
| a21boi | 2 | 0.0022 |
| inv | 8 | 0.0044 |
| and2b | 1 | 0.0011 |
| o32ai | 1 | 0.0013 |
| o22ai | 1 | 0.00091 |
| or2 | 1 | 0.00091 |
| a2111oi | 1 | 0.0013 |
| a31oi | 1 | 0.00091 |
| nor2 | 11 | 0.0063 |
| nand2 | 18 | 0.0098 |
| and3 | 3 | 0.0027 |
| a21bo | 1 | 0.0015 |
| o21ai | 8 | 0.0058 |
| nor2b | 1 | 0.00091 |
| a211oi | 1 | 0.0011 |
| mux2 | 34 | 0.056 |
| o41ai | 1 | 0.0013 |
| o21a | 2 | 0.0022 |
| o31a | 1 | 0.0013 |
| edfxtp | 172 | 0.75 |
| o21bai | 1 | 0.0011 |
| a21oi | 9 | 0.0065 |
| nand3 | 8 | 0.0058 |
| a221o | 1 | 0.0015 |
| clkbuf | 2 | 0.0011 |
| and2 | 1 | 0.00091 |
| a311oi | 1 | 0.0013 |
| conb | 2 | 0.0011 |
| nor4 | 2 | 0.0018 |
| o32a | 1 | 0.0015 |
| nor3b | 1 | 0.0018 |
| mux2i | 1 | 0.0015 |
| o211ai | 1 | 0.0011 |
| dfxtp | 12 | 0.035 |
==> final cells by class <==
| cell class | instances | area [um2] |
|---|---|---|
| flip-flops and latches | 184 | 5405 |
| inverters | 9 | 33.78 |
| fillers | 3743 | 26640 |
| clock buffers | 17 | 425.4 |
| clock inverters | 15 | 158.9 |
| multi-input cells | 185 | 1202 |
| repair buffers | 326 | 3246 |
| well taps | 511 | 639.4 |
==> worst min-delay path, cell delays in order, from the launching register on <==
cell      delay (ns)
dfxtp_1         0.34
nand2_1         0.06
o21bai_1        0.05
==> stage by stage <==
stage | cell area [um2] | instances | hold WS (ns) | setup slack [ns] | power [mW]
finish | 11110 | 1247 | 0.4947 | 2.617 | 2.868
global route | 11110 | 1247 | 0.5468 | 2.542 | 2.995
CTS | 11110 | 1247 | 0.4904 | 2.637 | 2.925
detailed placement | 10530 | 1215 | 0.4746 | 2.163 | 1.723
global placement | 10530 | 1215 | 0.4817 | 2.174 | 1.722
floorplan | 7094 | 442 | 0.4173 | 0.9591 | 1.608
==> layer usage <==
metal	up-vias	wire length, um	global-route usage	part of all wire
met4	0	337	0.01282	0.015
li1	2025	-	-	-
met3	14	2360	0.04100	0.11
met1	2106	8536	0.1133	0.38
met5	-	0	0	0
met2	241	11020	0.1547	0.50
==> sequential cells by signal (all words and copies together), names as in the netlist, 2 cells and up <==
| name | flops |
|---|---|
| araddr | 32 |
| awaddr | 32 |
| data_rdata | 32 |
| inst_rdata | 32 |
| wdata | 32 |
| state | 5 |
| wstrb | 4 |
| arsize | 2 |
| awsize | 2 |
==> cells by family after synthesis <==
group,count (synthesis)
flip-flops,184
buffers and inverters,73
AND/OR/NAND/NOR,57
multiplexers,36
AND-OR/OR-AND,35
adder cells (fa/ha/maj),4
other,2
==> power groups by stage <==
stage	logic (mW)	registers (mW)	clock network, mW
CTS	0.197	1.50	1.23
finish	0.193	1.50	1.18
global route	0.210	1.50	1.29
==> final timing paths <==
check                     from    endpoint  cells after the start
setup / recovery        resetn  awaddr[12]                      4
hold / removal          bready      bready                      2
setup reg to reg  data_addr_ok   araddr[7]                      3
hold reg to reg         bready      bready                      2
Power figures rest on the tool's default switching activity, not on a simulated workload.
